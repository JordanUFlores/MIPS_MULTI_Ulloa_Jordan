==> design.v <==
module ALU (Z, y, a, b, select);		  
output 	[31: 0] 	y;
output   		   Z;
input		[31: 0]	a, b;
input		[3: 0]	select;
reg		[31: 0]	y;
reg               Z;
always @ (*)
	begin
	y= 4'b0;
		case (select)
			4'b0000:	y = a & b;
			4'b0001:	y = a | b;
			4'b0010:	y = a + b;
			4'b0110:	y = a - b;
			4'b0111:	y = (a < b) ? 1 : 0;
			4'b1100:	y = ~(a | b);
			default:		y = 4'b0;
		endcase
	end
always @ (y)
	begin
		case (y)
			32'b00000000_00000000_00000000 : Z = 1'b0;
			default:		Z = 4'b0;
		endcase
	end
endmodule 
==> run.sh <==
#!/bin/bash
# OpenROAD 26Q1-2900-gdf79404cd8, Yosys 0.63+post, stock flow scripts
make -C /OpenROAD-flow-scripts/flow DESIGN_CONFIG=/design/flow/config.mk WORK_HOME=/design/flow/orfs finish
==> config.mk <==
export PLATFORM = sky130hd
export DESIGN_NAME = ALU
export DESIGN_NICKNAME = ALU
export VERILOG_FILES = /design/flow/design.v
export SDC_FILE = /design/flow/constraint.sdc
export NUM_CORES = 4
export LEC_CHECK = 1
export CORE_UTILIZATION = 50
==> constraint.sdc <==
current_design ALU

set clk_period 16.6
set clk_io_pct 0.2

create_clock -name clk0 -period $clk_period

set non_clock_inputs [all_inputs -no_clocks]
set_input_delay [expr $clk_period * $clk_io_pct] -clock clk0 $non_clock_inputs
set_output_delay [expr $clk_period * $clk_io_pct] -clock clk0 [all_outputs]
==> summary.txt <==
This memo summarizes the results of the implementation run.

Pwr
The total power per unit cell area is 30.3 nW/µm². The highest ir drop seen on vdd is 0.0167 mV. The overall power is 0.172 mW. The leakage power is 2.61 nW.

Yosys
The register area share after synthesis is 0. After synthesis, the cell types taking the most area are sky130_fd_sc_hd__ha_1, sky130_fd_sc_hd__inv_1, sky130_fd_sc_hd__a21oi_1. The gate-level netlist out of Yosys references 69 unique cell types. Dividing the synthesized area by the synthesized cell count gives 6.61 µm².

The number of cells in Yosys stat is 702. Of the post-synthesis cell area, the dominant cell type holds 0.272. The number of warnings reported in the yosys synthesis log is 1.

The chip area estimate from yosys synthesis is 4640 µm². The synthesized netlist cell count is 702. Sorting the Yosys area breakdown by cell type puts at the top sky130_fd_sc_hd__ha_1. Before any placement, the netlist area is recorded as 4640 µm².

Critical path
The cell repeated most along the worst path is sky130_fd_sc_hd__clkdlybuf4s50_1. The timing report shows that the slowest cell on the worst path is sky130_fd_sc_hd__clkdlybuf4s50_1. The delay of the slowest critical-path stage is 530 ps. The signal arrival time at the worst endpoint is 6940 ps.

The worst setup path is launched from a primary input. STA classifies the critical path endpoint as a primary output. The required time of the worst setup path is 13280 ps.

Walking the worst path, the cells encountered are clkdlybuf4s50_1, inv_1, ha_1, o21bai_1, o211ai_1, a311oi_2, a21oi_1, o32ai_1, or3b_1, a31oi_2, o41ai_2, mux2i_1, nand4_1, clkdlybuf4s50_1. The critical path is of the in2out type. Of all nets on the critical path, the largest fanout is 3.

Placement
After detailed placement, the design holds a cell count of 878. The half-perimeter wire length after detailed placement is 10.6 mm. During placement, the flow inserted port buffers numbering 100. Summing all placed instances gives a cell area of 5670 µm². Routability-driven placement finished with a final weighted congestion of 0.981.

Finish
The number of filler instances in the final layout is 798. There are 0 flip-flops and latches. The count of clock buffers in the final design is 0. The number of non-filler instances in the completed layout is 878. The final cell area excluding filler cells is 5670 µm². The flow measured a signed area growth from synthesis to layout of 22.3%.

The fraction of final layout cells with drive strength greater than 1 is 0.0390. The total area of multi-input combinational cells is 4140 µm². The area used by sequential logic in the layout is 0 µm².

The finished layout reports a core utilization of 0.641.

STA
Derived from the worst setup path, the maximum achievable clock frequency is 97.5 MHz. The fraction of the cycle the final worst path needs is 0.618. The clock period minus worst slack is 10260 ps. The total count of max-transition violations in the final report is 0. Setup total negative slack on the finished layout was measured at 0 ps.

Setup repair after global routing left no endpoint under its margin. The final report lists the setup-violating endpoint count as 0. The transition at the pin with the smallest max-transition slack is 602 ps. The final hold violation count recorded for this run is 0.

In this run the tightest slew margin relative to its limit is 0.597.

Routing
The violation count after the first detailed-route iteration is 315. In the final routed layout, each cell accounts on average for 15.1 µm. The total antenna diodes in the routed design is 0.

The number of nets with antenna violations after routing is 0. For this run, the detailed router reports a per-instance via density of 5.88. The routed layout has 5164 vias.

The pre-antenna-repair detailed-routing pass consisted of 16 iterations. For this block, the routed nets add up to 13.3 mm of wire. The count of unresolved DRC violations after routing is 0.

Global route
The global routing usage summed across all routing layers is 0.275. For this run the aggregate overflow at the end of global routing stands at 0. The number of global-route vias before repair came to 4630. The number of antenna violations at the first check in global routing is 0. The first global-routing pass estimated 21.9 mm of wire. Entering global routing, the biggest net connects 59 pins.

Die
The initial cell density of the core is 0.524. The count of standard-cell rows is 34. From bottom edge to top edge, the die measures 98.3 µm. The horizontal extent of the die is 98.3 µm. The top-level port count is 101.

The placeable core region is 8850 µm². The total die size is 9670 µm².

Min path
The number of instances on the worst hold path is 5. The most critical min-delay path falls under in2out.

CTS
The setup fix buffers added after clock tree synthesis is 0. In this run, post-CTS repair resized a total of 0 instances. The post-cts hold buffer count is 0.

Job
The total tool warning count is 102. The number of violations of the max-capacitance limit is 0.

Run status
The flow ran to the end, and the final reports show no timing, DRC or antenna violations.
## layer usage
metal  wire (µm)  vias to the layer above  GRT usage
met5           0                        -          0
met4         155                        0     0.0379
met2        5920                      172      0.450
met1        6440                     2333      0.404
met3         760                       16     0.0233
li1            -                     2643          -
## final timing paths
check                 start  slack, ps    end
hold / removal    select[2]       7650   y[0]
setup / recovery       b[1]       6340  y[25]
## stage by stage
stage | worst slack (ps) | hold slack [ps]
global route | 6010 | 7750
detailed placement | 6350 | 7660
CTS | 6330 | 7650
finish | 6340 | 7650
floorplan | 7770 | 6720
global placement | 6370 | 7660
## cell usage in the layout, fill, tap and decap left out, drive strengths merged, types with 9 or more instances in the layout
| master | n |
|---|---|
| nor3 | 12 |
| clkdlybuf4s50 | 99 |
| nand4 | 9 |
| a21oi | 62 |
| xnor2 | 27 |
| a221oi | 28 |
| ha | 101 |
| nand2 | 37 |
| nand2b | 11 |
| nor2 | 80 |
| nand3 | 11 |
| inv | 93 |
| o21ai | 71 |
## where the power goes
group,total (mW),switching (mW),internal (mW),leakage [nW]
logic,0.172,0.0929,0.0791,2.61
registers,0,0,0,0
clock network,0,0,0,0
## critical path: cells and delay by family
kind / cells / cell delay, ps
compound gates: 7 / 1730
mux: 1 / 220
simple gates: 2 / 300
buf+inv: 3 / 1050
fa+ha+maj: 1 / 320
## layout make-up
class | count | share of cell area
multi-input combinational | 570 | 0.730
tap | 108 | 0.0238
timing repair buffer | 107 | 0.185
inverter | 93 | 0.0615
## cell families (layout without fill, tap and decap cells)
logic type,Yosys count,count (layout),synth area share
AND-OR/OR-AND,238,238,0.348
XOR/XNOR,31,31,0.0585
other,1,1,0.000808
buffers and inverters,132,200,0.110
multiplexers,3,3,0.00647
AND/OR/NAND/NOR,194,194,0.195
adder cells (fa/ha/maj),103,103,0.281
## Yosys cell counts (4+ instances only)
master,instances
sky130_fd_sc_hd__o21ai_1,17
sky130_fd_sc_hd__o21bai_1,5
sky130_fd_sc_hd__nor2b_1,4
sky130_fd_sc_hd__a21oi_1,62
sky130_fd_sc_hd__xor2_1,4
sky130_fd_sc_hd__o211ai_1,7
sky130_fd_sc_hd__o31ai_1,7
sky130_fd_sc_hd__a21o_1,6
sky130_fd_sc_hd__nand3_1,11
sky130_fd_sc_hd__o21ai_0,52
sky130_fd_sc_hd__nand2b_1,11
sky130_fd_sc_hd__inv_2,4
sky130_fd_sc_hd__clkbuf_1,26
sky130_fd_sc_hd__or3_1,6
sky130_fd_sc_hd__nor3_1,12
sky130_fd_sc_hd__nand4_1,9
sky130_fd_sc_hd__nand2_1,37
sky130_fd_sc_hd__and2_1,5
sky130_fd_sc_hd__buf_2,9
sky130_fd_sc_hd__inv_1,89
sky130_fd_sc_hd__a221oi_1,28
sky130_fd_sc_hd__a211oi_1,4
sky130_fd_sc_hd__xnor2_1,27
sky130_fd_sc_hd__nor4_1,7
sky130_fd_sc_hd__ha_1,101
sky130_fd_sc_hd__or4_1,4
sky130_fd_sc_hd__nor2_1,80
Power figures rest on the tool's default switching activity, not on a simulated workload.
