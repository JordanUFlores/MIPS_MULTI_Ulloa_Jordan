### ./constraint.sdc
current_design mux4to1

set clk_period 1.5
set clk_io_pct 0.2

create_clock -name clk0 -period $clk_period

set non_clock_inputs [all_inputs -no_clocks]
set_input_delay [expr $clk_period * $clk_io_pct] -clock clk0 $non_clock_inputs
set_output_delay [expr $clk_period * $clk_io_pct] -clock clk0 [all_outputs]
### ./run.sh
#!/bin/bash
# OpenROAD 26Q1-2900-gdf79404cd8, Yosys 0.63+post, stock flow scripts
make -C /OpenROAD-flow-scripts/flow DESIGN_CONFIG=/design/flow/config.mk WORK_HOME=/design/flow/orfs finish
### ./design.v
module mux4to1
   #(parameter DW = 32)
   (input [DW-1:0] I1,I0,I2,I3,
    input [1:0] Sel,
    output [DW-1:0] Data_out);
    wire [DW-1:0] I [3:0];
    assign I[0]=I0;
    assign I[1]=I1;
    assign I[2]=I2;
    assign I[3]=I3;
    assign Data_out =I[Sel];
endmodule 
### ./config.mk
export PLATFORM = sky130hd
export DESIGN_NAME = mux4to1
export DESIGN_NICKNAME = mux4to1
export VERILOG_FILES = /design/flow/design.v
export SDC_FILE = /design/flow/constraint.sdc
export NUM_CORES = 4
export LEC_CHECK = 1
export CORE_AREA = 10 10 95 95
export DIE_AREA = 0 0 105 105
==> results.sh <==
# source this file to load flow results
export IMPL_path_buffers=3
export IMPL_cp_cell_sequence="buf_16 > buf_12 > mux4_2 > buf_2"
export IMPL_grt_pass1_wl_microns=9920
export IMPL_drive_above_1_share=0.369
export IMPL_status="complete, but fails checks"
export IMPL_final_cells=299
export IMPL_via_count=1224
export IMPL_worstSetupPathType="primary input to output pin"
export IMPL_slew_headroom=0.894
export IMPL_dpl_cell_count=293
export IMPL_worstPathRequired_ns=1.20
export IMPL_min_path_type="primary input to output pin"
export IMPL_port_buffers=162
export IMPL_pwr_share_comb=1.000
export IMPL_max_freq_mhz=653
export IMPL_violations="setup timing"
export IMPL_yosys_warnings=1
export IMPL_fin_util=0.344
export IMPL_drtAntennaViolNets=0
export IMPL_arrival_ns=1.23
export IMPL_cap_violations=0
export IMPL_viasPerCell=4.09
export IMPL_powerDensity_nw_per_um2=249
export IMPL_finalWeightedCongestion=0.844
export IMPL_crit_path_max_incr_delay_ns=0.51
export IMPL_n_antenna_cell=0
export IMPL_drt_iter0_drc=12
export IMPL_wl_per_cell_microns=23.0
export IMPL_firstDrtPassIters=2
export IMPL_coreArea_sq_um=6910
export IMPL_period_needed_ns=1.53
export IMPL_finalSetupViolations=12
export IMPL_die_height_microns=105
export IMPL_min_period_over_period=1.02
export IMPL_hold_violations=0
export IMPL_rows=30
export IMPL_pre_cts_slack_ns=-0.629
export IMPL_grt_pass1_vias=1557
export IMPL_die_width_microns=105
export IMPL_syn_to_final_growth_pct=192
export IMPL_yosys_stat_area_sq_um=815
export IMPL_p_int_mw=0.425
export IMPL_peakVddDrop_mv=0.178
export IMPL_final_cell_area_sq_um=2380
export IMPL_maxSlewViolCount=0
export IMPL_p_seq_frac=0
export IMPL_p_clk_frac=0
export IMPL_drcViolationCount=0
export IMPL_grt_usage=0.118
export IMPL_crit_family="multiplexers"
export IMPL_leakagePower_nw=1.12
export IMPL_pin_count=162
export IMPL_worst_path_max_fanout=7
export IMPL_ctsHoldBuffers=0
export IMPL_netlist_instances=39
export IMPL_placed_area_sq_um=2520
export IMPL_switchingPower_mw=0.166
export IMPL_fp_util=0.118
export IMPL_syn_area_sq_um=815
export IMPL_antenna_found_initial=0
export IMPL_cp_slowest_cell="mux4_2"
export IMPL_clock_buffers=0
export IMPL_warnings=34
export IMPL_syn_mean_instance_area_sq_um=20.9
export IMPL_grt_max_degree=17
export IMPL_rsz0062_at_grt="yes"
export IMPL_dieArea_sq_um=11000
export IMPL_synth_distinct_cells=5
export IMPL_tightest_slew_ns=0.160
export IMPL_dp_final_hpwl_microns=6060
export IMPL_synth_seq_share=0
export IMPL_yosysCellCount=39
export IMPL_flop_area_sq_um=0
export IMPL_grt_overflow=0
export IMPL_p_sw_frac=0.281
export IMPL_end_kind="output pin"
export IMPL_critPathLaunchType="primary input"
export IMPL_worst_slack_ns=-0.0318
export IMPL_routed_wl_microns=6890
export IMPL_seq_cells=0
==> layer usage <==
layer	up-vias	track usage	share of wire
met4	0	0.00294	0.0026
met1	596	0.132	0.38
met5	-	0	0
met3	2	0.0484	0.097
li1	536	-	-
met2	90	0.218	0.52
==> tightest hold or removal path: stages <==
cell	delay, ns
dlygate4sd2_1	0.19
mux4_2	0.21
buf_2	0.09
==> cell families after synthesis <==
group / share of synthesized area
buffers and inverters: 0.106
multiplexers: 0.894
==> metrics by stage <==
step | power [mW] | hold WS (ns) | setup TNS (ns)
finish | 0.592 | 1.09 | -0.178
global route | 0.638 | 1.11 | -0.902
CTS | 0.607 | 1.10 | -0.364
detailed placement | 0.745 | 1.54 | -19.09
global placement | 0.743 | 1.54 | -19.20
floorplan | 0.189 | 0.686 | 0
==> path summary, 6_finish.rpt <==
path / from / endpoint / slack [ns] / cells past startpoint
worst min-delay path: I0[19] / Data_out[19] / 1.09 / 3
worst max-delay path: Sel[0] / Data_out[26] / -0.03 / 4
==> cells in the mapped netlist <==
master,instances,share of area
mux4_2,30,0.83
buf_12,3,0.074
buf_2,3,0.018
mux4_1,2,0.065
buf_6,1,0.014
==> cell usage in the layout (no fill, tap or decap) <==
master	count
buf_12	3
buf_16	6
buf_2	31
buf_6	3
dlygate4sd2_1	128
mux4_2	32
==> power groups by stage <==
| stage | combinational, mW | sequential (mW) | clock [mW] |
|---|---|---|---|
| CTS | 0.607 | 0 | 0 |
| global route | 0.638 | 0 | 0 |
| finish | 0.592 | 0 | 0 |
==> what timing repair did <==
| action | 4_1_cts | 5_1_grt |
|---|---|---|
| endpoints found under the setup margin | 32 | 32 |
| gates cloned | 5 | 0 |
| setup buffers | 1 | 0 |
| gates resized | 249 | 0 |
==> area by class of cell <==
type	count	area, sq um
well taps	96	120
multi-input cells	32	721
repair buffers	171	1540
fillers	767	4530
Power figures rest on the tool's default switching activity, not on a simulated workload.
