$ cat ./run.sh
#!/bin/bash
# OpenROAD 26Q1-2900-gdf79404cd8, Yosys 0.63+post, stock flow scripts
make -C /OpenROAD-flow-scripts/flow DESIGN_CONFIG=/design/flow/config.mk WORK_HOME=/design/flow/orfs finish
$ cat ./design.v
module mux2to1a
   #(parameter DW = 32)
   (input [DW-1:0] I1,I0,
    input Sel,
    output [DW-1:0] Data_out);
    wire [DW-1:0] I [1:0];
    assign I[0]=I0;
    assign I[1]=I1;
    assign Data_out =I[Sel];
endmodule 
$ cat ./config.mk
export PLATFORM = sky130hd
export DESIGN_NAME = mux2to1a
export DESIGN_NICKNAME = mux2to1a
export VERILOG_FILES = /design/flow/design.v
export SDC_FILE = /design/flow/constraint.sdc
export NUM_CORES = 4
export LEC_CHECK = 1
export CORE_AREA = 10 10 70 70
export DIE_AREA = 0 0 80 80
$ cat ./constraint.sdc
current_design mux2to1a

set clk_period 1.0
set clk_io_pct 0.2

create_clock -name clk0 -period $clk_period

set non_clock_inputs [all_inputs -no_clocks]
set_input_delay [expr $clk_period * $clk_io_pct] -clock clk0 $non_clock_inputs
set_output_delay [expr $clk_period * $clk_io_pct] -clock clk0 [all_outputs]
==> flow_summary.json <==
{
  "synth_top_cell_by_count": "sky130_fd_sc_hd__mux2_4",
  "outcome": "finished, violations left",
  "drc_errors": 0,
  "cts_post_setup_buffers_inserted": 0,
  "rows": 21,
  "ys.warnings.count": 1,
  "dieHeight_um": 80,
  "number_of_global_route_vias_before_repair": 767,
  "final_cell_count_no_fill": 181,
  "layout.filler_cells": 337,
  "slew_headroom_pct": 95.67,
  "tightest_slew_ps": 64.90,
  "synth_top_area_share_pct": 82.76,
  "yosysCellCount": 36,
  "final_critical_path_setup_slack_ps": -89.86,
  "cts-hold-fix-buffers": 0,
  "grtUsageTotal_pct": 8.358,
  "top_cells_by_count": "sky130_fd_sc_hd__mux2_4, sky130_fd_sc_hd__buf_12, sky130_fd_sc_hd__mux2_2",
  "synth.yosys.chip_area_sq_um": 544.3,
  "synthesis.instances": 36,
  "design.core.area_sq_mm": 0.003416,
  "final.clkbuf_count": 0,
  "failing_checks": "negative setup slack",
  "wire_per_inst_um": 15.96,
  "hold_violations": 0,
  "dpl.hpwl_um": 2394,
  "dieArea_sq_mm": 0.006400,
  "cp_cell_sequence": "buf_16, buf_16, mux2_4, buf_6",
  "vias_per_cell": 3.829,
  "number_of_cells_in_the_design_after_placement": 177,
  "ys_seq_share_pct": 0,
  "route.vias.total": 693,
  "io_buffer_count": 97,
  "route.antenna.diode_count": 0,
  "gr-total-overflow": 0,
  "netlist_top_cells_area": "sky130_fd_sc_hd__mux2_4, sky130_fd_sc_hd__buf_12, sky130_fd_sc_hd__mux2_2",
  "end_kind": "primary output",
  "grt_pass1_wl_um": 4353,
  "worst_hold_path.num_cells": 3,
  "critPathMaxStageDelay_ps": 300,
  "area_delta_synth_final_pct": 188.0,
  "floorplan.core_util_pct": 15.93,
  "die_x_um": 80,
  "worst_setup_path_start_kind": "primary input",
  "timing.fmax_mhz": 917.5,
  "worst_hold_path_type": "primary input to primary output",
  "remaining_antenna_violation_count": 0,
  "critPathBufInv": 3,
  "setup.worst_path.class": "primary input to primary output",
  "gp_congestion": 0.7920,
  "setup-violations-final": 32,
  "layout-drive-gt1-share_pct": 52.59,
  "crit_family": "buffers and inverters",
  "crit_fanout": 6,
  "start_point_of_the_worst_hold_path": "I1[21]",
  "max-vdd-ir-drop_uv": 184.3,
  "cp_common_cell": "sky130_fd_sc_hd__buf_16",
  "synth_cell_types": 4,
  "grt_start_max_net_pins": 7,
  "syn-cell-area_sq_um": 544.3,
  "synth_area_per_cell_sq_um": 15.12,
  "drt-initial-drc-count": 0,
  "final_standard_cell_utilization_of_the_core_pct": 45.90,
  "power_leakage_nw": 0.8519,
  "antenna_violations_before_repair": 0,
  "detail_route.wirelength_um": 2889,
  "timing.max_cap.violations": 0,
  "io-pin-count": 97,
  "rsz_0062_raised_after_global_routing": "true",
  "finalWorstPathRequiredPeriod_ps": 1090,
  "comb_area_sq_um": 480.5,
  "final_max_slew_viol_count": 0,
  "finalClockPeriodUsage_pct": 109.0,
  "worst_ep_arrival_time_ps": 890,
  "timing.critical_path.required_ps": 800,
  "cpMaxStageDelayCell": "sky130_fd_sc_hd__mux2_4",
  "worstHoldEndpoint": "Data_out[21]",
  "number_of_warnings_in_the_stage_logs": 34,
  "numSequentialCells": 0,
  "drt_pass1_iterations": 1,
  "p_per_area_mw_per_mm2": 393.7,
  "area.sequential_sq_um": 0,
  "synth_top_cell_by_area": "sky130_fd_sc_hd__mux2_4"
}
how the worst max path moves through the flow:
stage | from | to | slack, ps | cells past startpoint
global route | Sel | Data_out[31] | -110 | 4
CTS | Sel | Data_out[11] | -90 | 4
finish | Sel | Data_out[30] | -90 | 4
per-layer routing:
metal / GRT usage (%) / wire length (um) / share of wire (%)
met2: 14.69 / 1395 / 48
met1: 9.690 / 1147 / 40
met3: 3.636 / 346 / 12
met5: 0 / 0 / 0
met4: 0 / 0 / 0
cell type report:
| class | instances | share of cell area (%) |
|---|---|---|
| repair buffers | 103 | 65.68 |
| well taps | 46 | 3.671 |
| multi-input cells | 32 | 30.65 |
cell usage in the layout (no fill, tap or decap), drive strengths merged:
master / Yosys / routed
buf: 4 / 39
dlygate4sd2: 0 / 64
mux2: 32 / 32
tightest hold or removal path, delay by kind of cell:
family / cells / cell delay (ps)
mux: 1 / 130
buf+inv: 2 / 270
report_power, final:
group,switching [W],internal [W],total (W)
clock,0,0,0
combinational,0.000137,0.000480,0.000617
sequential,0,0,0
total,0.000137,0.000480,0.000617
metrics by stage:
step           cell area (sq um)  TNS (ps)  setup slack (ps)  hold slack (ps)  total power, W
6_report                    1568     -2587            -89.86            794.8       0.0006172
5_1_grt                     1568     -3153            -110.9            808.0       0.0006607
3_5_place_dp                1524    -15300            -499.1             1349       0.0006486
2_1_floorplan              544.3         0             66.90            497.7       0.0002063
4_1_cts                     1516     -2622            -91.52            797.9       0.0005981
3_3_place_gp                1524    -15350            -494.6             1357       0.0006489
what timing repair did:
action	4_1_cts	5_1_grt
gates cloned	4	0
gates resized	188	8
endpoints found under the setup margin	32	32
kinds of logic after synthesis:
group	share of synthesized area, %
multiplexers	86.90
buffers and inverters	13.10
No activity file was given, so power comes from the tool's default toggle rates.
